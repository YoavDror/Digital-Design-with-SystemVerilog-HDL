**/design/flow/run.sh**
```bash
#!/bin/bash
# OpenROAD 26Q1-2900-gdf79404cd8, Yosys 0.63+post, stock flow scripts
make -C /OpenROAD-flow-scripts/flow DESIGN_CONFIG=/design/flow/config.mk WORK_HOME=/design/flow/orfs finish
```
**/design/flow/config.mk**
```make
export PLATFORM = sky130hd
export DESIGN_NAME = single_port_ram
export DESIGN_NICKNAME = single_port_ram
export VERILOG_FILES = /design/flow/design.v
export SDC_FILE = /design/flow/constraint.sdc
export NUM_CORES = 4
export LEC_CHECK = 1
export CORE_UTILIZATION = 50
```
**/design/flow/constraint.sdc**
```tcl
current_design single_port_ram

set clk_period 3.6
set clk_io_pct 0.2

create_clock -name clk0 -period $clk_period [get_ports {clk}]

set non_clock_inputs [all_inputs -no_clocks]
set_input_delay [expr $clk_period * $clk_io_pct] -clock clk0 $non_clock_inputs
set_output_delay [expr $clk_period * $clk_io_pct] -clock clk0 [all_outputs]
```
**/design/flow/design.v**
```verilog
module single_port_ram #(
  parameter ADDR_WIDTH = 4,
  parameter DATA_WIDTH = 8
)(
  input  logic                   clk,
  input  logic                   we,       
  input  logic [ADDR_WIDTH-1:0]  addr,
  input  logic [DATA_WIDTH-1:0]  din,
  output logic [DATA_WIDTH-1:0]  dout
);
  logic [DATA_WIDTH-1:0] mem [0:(2**ADDR_WIDTH)-1];
  always_ff @(posedge clk) begin
    if (we)
      mem[addr] <= din;
    else 
	  dout <= mem[addr];
  end
endmodule
```
==> results.sh <==
# flow metrics
export IMPL_final_fill_count=680
export IMPL_ys_cells=231
export IMPL_cts_hold_buf=0
export IMPL_critPathKind="in2reg"
export IMPL_p_sw_uw=682
export IMPL_drt_pre_antenna_iters=4
export IMPL_ys_ff=136
export IMPL_cp_end_kind="flop"
export IMPL_wl_mm=9.77
export IMPL_rr_worst_depth=3
export IMPL_post_cts_buffers=0
export IMPL_critPathMaxFanout=9
export IMPL_yosysSeqAreaShare=0.793
export IMPL_chipArea_sq_um=10700
export IMPL_finalSetupViolations=0
export IMPL_drc=0
export IMPL_cts_sinks=136
export IMPL_core_area_sq_um=9860
export IMPL_finalHoldViolations=0
export IMPL_p_leak_nw=1.96
export IMPL_cts_tree="yes"
export IMPL_overflow=0
export IMPL_grt_pass1_vias=2594
export IMPL_num_antenna_cells=0
export IMPL_drive_gt1_frac=0.265
export IMPL_warnings=25
export IMPL_status="completed"
export IMPL_min_period_ns=2.46
export IMPL_max_vdd_ir_drop_v=0.000321
export IMPL_clk_pin_slew_worst_paths_ns=0.06
export IMPL_arrival_ns=2.59
export IMPL_netlist_cell_type_count=18
export IMPL_syn_to_final_growth_pct=18.0
export IMPL_num_vias=2389
export IMPL_hp_class="reg2reg"
export IMPL_fmax_mhz=407
export IMPL_holdPathStages=3
export IMPL_maxCapViolCount=0
export IMPL_insertion_delay_ns=0.51
export IMPL_worstPathRequired_ns=3.73
export IMPL_cellPowerDensity_nw_per_um2=567
export IMPL_lay_top_cells="edfxtp_1 (136), mux4_2 (32), clkdlybuf4s50_1 (19)"
export IMPL_cts_resized=0
export IMPL_p_sw_frac=0.198
export IMPL_grt_max_degree=28
export IMPL_cp_start_kind="input pin"
export IMPL_slew_headroom=0.467
export IMPL_rows=36
export IMPL_hpwl_mm=6.02
export IMPL_grt_first_pass_wirelength_mm=15.2
export IMPL_hold_ws_ns=0.770
export IMPL_syn_inst=231
export IMPL_clkPwrFrac=0.429
export IMPL_slew_violations=0
export IMPL_pwr_share_comb=0.050
export IMPL_syn_area_sq_um=5150
export IMPL_yosys_area_top_type="edfxtp_1"
export IMPL_ys_chip_area_sq_um=5150
export IMPL_top_cells_by_area="edfxtp_1 (79%), mux4_2 (14%), a22oi_1 (2.3%), nor2_1 (0.95%), nand2_1 (0.66%)"
export IMPL_total_power_mw=3.44
export IMPL_ant_nets=0
export IMPL_post_drt_wl_per_cell_microns=23.3
export IMPL_avgSynthCellArea_sq_um=22.3
export IMPL_antenna_found_initial=0
export IMPL_root_buffer="clkbuf_8"
export IMPL_first_iter_violations=114
export IMPL_die_h_microns=103
export IMPL_synthDominantCellAreaShare=0.793
export IMPL_h_tree_depth=4
export IMPL_numCtsBuffers=17
export IMPL_die_w_microns=103
export IMPL_globalplace_congestion=0.807
export IMPL_ioPinCount=22
export IMPL_finClkSkew_ns=0.00638
export IMPL_clockBufferDepth=2
export IMPL_fp_util=0.522
export IMPL_synth_warnings=1
export IMPL_p_int_mw=2.76
export IMPL_io_buffer_count=21
export IMPL_vias_per_cell=5.69
export IMPL_lay_top_count="edfxtp_1"
export IMPL_pwr_share_seq=0.521
export IMPL_fin_tns_setup_ns=0
export IMPL_grt_total_usage=0.228
export IMPL_tightest_slew_ns=0.797
export IMPL_rsz0062_at_grt="no"
export IMPL_min_period_over_period=0.682
synthesized netlist by cell type:
| cell | count |
|---|---|
| buf_6 | 2 |
| mux4_2 | 32 |
| a22oi_1 | 16 |
| nand3_1 | 1 |
| nor3_1 | 4 |
| nor2_1 | 13 |
| inv_1 | 1 |
| nor2b_1 | 2 |
| nand2b_1 | 2 |
| and2_1 | 1 |
| nand2_1 | 9 |
| buf_1 | 4 |
| or3_1 | 1 |
| clkbuf_1 | 2 |
| edfxtp_1 | 136 |
| nand3b_1 | 2 |
| clkbuf_2 | 1 |
| buf_2 | 2 |
flip-flops by register name, indices dropped and copies added, names as in the netlist:
name	cells
mem	128
dout	8
final timing paths:
path                                 start   endpoint  slack, ns
worst max-delay path                    we  mem[1][2]       1.14
worst min-delay path            mem[11][4]    dout[4]       0.77
worst max register to register  mem[11][3]    dout[3]       2.09
worst min register to register  mem[11][4]    dout[4]       0.77
power groups by stage:
stage,logic (mW),clock network (mW),registers [mW]
global route,0.190,1.57,1.80
finish,0.172,1.48,1.80
CTS,0.175,1.50,1.80
final cells by class:
type | count | area [sq um] | area share
Tap cell | 133 | 166 | 0.0274
Sequential cell | 136 | 4080 | 0.672
Timing Repair Buffer | 36 | 313 | 0.0515
Clock inverter | 11 | 83.8 | 0.0138
Multi-Input combinational cell | 83 | 1000 | 0.165
Clock buffer | 20 | 425 | 0.0700
Inverter | 1 | 3.75 | 0.000618
cell families after synthesis:
family                 synth area share
DFF                               0.793
and+or+nand+nor                  0.0311
muxes                             0.140
AOI/OAI and AO/OA                0.0233
buffers and inverters            0.0124
stage by stage:
| step | setup WS [ns] | area (sq um) | cells | util |
|---|---|---|---|---|
| 3_3_place_gp | 0.563 | 5570 | 389 | 0.564 |
| 2_1_floorplan | 1.39 | 5150 | 231 | - |
| 4_1_cts | 1.14 | 6080 | 420 | 0.616 |
| 5_1_grt | 1.04 | 6080 | 420 | 0.616 |
| 6_report | 1.14 | 6080 | 420 | 0.616 |
| 3_5_place_dp | 0.602 | 5570 | 389 | 0.564 |
critical path, cell delays in order:
cell             delay, ns
clkdlybuf4s50_1       0.56
inv_1                 0.23
or3_1                 0.44
nor2_1                0.63
layer usage:
metal | vias to the layer above | part of all wire | global-route usage | wire, microns
met5 | - | 0 | 0 | 0
met4 | 0 | 0.0075 | 0.0228 | 73
met3 | 5 | 0.13 | 0.150 | 1280
met2 | 120 | 0.45 | 0.301 | 4430
met1 | 1203 | 0.41 | 0.381 | 3990
li1 | 1061 | - | - | -
Power figures rest on the tool's default switching activity, not on a simulated workload.
