File: design/flow/design.v
module byte_register (
  input  logic       clk,
  input  logic       reset_n,        
  input  logic       load,           
  input  logic       inc,            
  input  logic       rotate_right,   
  input  logic [7:0] D,              
  output logic [7:0] Q               
);
  always_ff @(posedge clk or negedge reset_n) begin
    if (!reset_n) begin
      Q <= 8'b0;                     
    end else if (load) begin
      Q <= D;                        
    end else if (inc) begin
      Q <= Q + 8'd1;                 
    end else if (rotate_right) begin
      Q <= {Q[0], Q[7:1]};           
    end else begin
      Q <= Q;                        
    end
  end
endmodule
`timescale 1ns/1ps
module counter16 (
  input  logic       clk,
  input  logic       reset_n,
  input  logic       inc,
  output logic [15:0] Q
);
  logic [7:0] q_lo, q_hi;
  assign Q = {q_hi, q_lo};
  logic carry_lo;
  assign carry_lo = inc & (&q_lo);   
  byte_register reg_lo (
    .clk         (clk),
    .reset_n     (reset_n),
    .load        (1'b0),
    .inc         (inc),
    .rotate_right(1'b0),
    .D           (8'h00),
    .Q           (q_lo)
  );
  byte_register reg_hi (
    .clk         (clk),
    .reset_n     (reset_n),
    .load        (1'b0),
    .inc         (carry_lo),
    .rotate_right(1'b0),
    .D           (8'h00),
    .Q           (q_hi)
  );
endmodule
File: design/flow/constraint.sdc
current_design counter16

set clk_period 4.0
set clk_io_pct 0.2

create_clock -name clk0 -period $clk_period [get_ports {clk}]

set non_clock_inputs [all_inputs -no_clocks]
set_input_delay [expr $clk_period * $clk_io_pct] -clock clk0 $non_clock_inputs
set_output_delay [expr $clk_period * $clk_io_pct] -clock clk0 [all_outputs]
File: design/flow/run.sh
#!/bin/bash
# OpenROAD 26Q1-2900-gdf79404cd8, Yosys 0.63+post, stock flow scripts
make -C /OpenROAD-flow-scripts/flow DESIGN_CONFIG=/design/flow/config.mk WORK_HOME=/design/flow/orfs finish
File: design/flow/config.mk
export PLATFORM = sky130hd
export DESIGN_NAME = counter16
export DESIGN_NICKNAME = counter16
export VERILOG_FILES = /design/flow/design.v
export SDC_FILE = /design/flow/constraint.sdc
export NUM_CORES = 4
export LEC_CHECK = 1
export CORE_AREA = 10 10 79 79
export DIE_AREA = 0 0 89 89
==> flow_summary.yaml <==
# generated from flow reports
clock_tree:
  clkLatencyLatePin_ns: 0.24
  cts-resized-gates: 0
  cts_root_buffer: "clkbuf_8"
  htreeDepth: 1
  clk_pin_slew_ns: 0.06
  post-cts-setup-buffers: 0
  cts.sinks: 16
  cts_hold_buf: 0
  cts_tree: "built"
  cts_buffers: 3
  clockBufferDepth: 2
global_routing:
  grt_remaining_overflow: 0
  grt_pass1_vias: 549
  grt_max_degree: 17
  grt.total_usage_pct: 4.37
  antenna_found_initial: 0
  grt_pass1_wl_um: 2720
job:
  cap_violations: 0
  warning_count: 25
yosys:
  area_leaders: "dfrtp_1 55%, xor2_1 11%, xnor2_1 6.0%"
  yosysTopAreaCellShare_pct: 54.8
  yosysChipArea_um2: 731
  ys_seq_share_pct: 54.8
  ys_warn_count: 1
  avgSynthCellArea_um2: 12.2
  syn_inst: 60
  yosysTopAreaCell: "dfrtp_1"
  syn_area_um2: 731
  synth-seq-cells: 16
  yosysUniqueCellTypes: 17
  yosysCellCount: 60
critical_path:
  setup.worst_path.end_class: "flip-flop"
  reg2reg_from: "reg_lo.Q[0]$_DFFE_PN0P_"
  required_ns: 4.13
  cp.arrival_ns: 2.21
  path_cells: "clkdlybuf4s50_1 > nand2_1 > nor3_2 > mux2_2"
  cp_top_family: "buffers and inverters"
  critical_path.startpoint: "inc"
  crit_type: "in -> reg"
  critPathSlowestCell: "clkdlybuf4s50_1"
  worstSetupStartpointType: "input pin"
  critPathMaxStageDelay_ns: 0.66
  critPathBufInv: 1
  critPathMaxFanout: 9
cells_and_area:
  lay_top_cells: "18 x clkdlybuf4s50_1, 16 x dfrtp_1, 9 x xor2_1"
  drive_above_1_share_pct: 11.3
  lay_top_count: "clkdlybuf4s50_1"
  postLayoutCoreUtil_pct: 21.8
  fillers: 475
  syn_to_final_growth_pct: 38.9
placement:
  gp_congestion: 0.792
  port_buffers: 18
  dpl.hpwl_um: 1260
status:
  outcome: "finished clean"
hold_path:
  holdCritPathClass: "reg -> reg"
  min_from: "reg_hi.Q[7]$_DFFE_PN0P_"
power_and_ir_drop:
  p_sw_share_pct: 28.6
  p_int_w: 0.000351
  pwr-share-clk_pct: 23.3
  pwr-share-comb_pct: 25.6
  seqPwrFrac_pct: 51.2
  p_leak_nw: 0.439
  power_density_nw_per_um2: 485
  peakVddDrop_mv: 0.260
  p_switching_w: 0.000141
die:
  core_um2: 4660
  rows: 25
  die_h_um: 89
  fp-utilization_pct: 15.7
  chip_area_um2: 7920
  fp.dieW_um: 89
  io_pins: 19
routing:
  wl_um: 1620
  drt_iter0_markers: 33
  antenna_cells: 0
  first_pass_iters: 4
  drc: 0
  vias_per_cell: 3.93
  vias: 527
  wl_per_cell_um: 12.1
  ant_nets: 0
sta:
  slew_headroom_pct: 51.3
  drv_slew: 0
  setup_viol: 0
  hold_viol_final: 0
  fin_skew_ns: 0.000971
  fmax_mhz: 480
  min_period_ns: 2.08
  worst_pin_slew_ns: 0.729
  fin_crit_sh_pct: 52.0
  grt_setup_unrepaired: "no"
  tns_ns: 0
-- through the flow --
stage	setup WS, ns	std cells	total power (W)	hold slack [ns]	instance area, um2
floorplan	2.27	60	0.000292	0.420	731
global placement	1.71	131	0.000379	0.464	973
detailed placement	1.67	131	0.000381	0.460	973
CTS	1.91	134	0.000501	0.470	1010
global route	1.83	134	0.000535	0.475	1010
finish	1.92	134	0.000492	0.465	1010
-- worst paths after layout --
kind / slack (ns) / depth (start not counted) / end
max reg2reg: 2.50 / 4 / reg_hi.Q[1]$_DFFE_PN0P_
min in group asynchronous: 0.99 / 1 / reg_hi.Q[6]$_DFFE_PN0P_
max: 1.92 / 4 / reg_hi.Q[1]$_DFFE_PN0P_
min: 0.47 / 1 / reg_hi.Q[7]$_DFFE_PN0P_
max in group asynchronous: 2.55 / 1 / reg_hi.Q[0]$_DFFE_PN0P_
min reg2reg: 0.47 / 1 / reg_hi.Q[7]$_DFFE_PN0P_
-- power by group through the flow --
| stage | combinational, W | clock [W] | sequential, W |
|---|---|---|---|
| after CTS | 0.000129 | 0.000118 | 0.000253 |
| after global routing | 0.000143 | 0.000131 | 0.000261 |
| final | 0.000126 | 0.000115 | 0.000252 |
-- sequential cells by signal (all words and copies together), names as in the netlist --
register / cells
reg_hi.Q: 8
reg_lo.Q: 8
-- cell type report --
| cell class | count | area [um2] | share of cell area, % |
|---|---|---|---|
| Sequential cell | 16 | 400 | 39.5 |
| Multi-Input combinational cell | 42 | 322 | 31.7 |
| Timing Repair Buffer | 18 | 180 | 17.8 |
| Tap cell | 54 | 67.6 | 6.66 |
| Clock buffer | 3 | 41.3 | 4.07 |
| Inverter | 1 | 3.75 | 0.370 |
-- cell usage after synthesis (all sizes together) --
library cell and instances:
nand2 5, buf 1, nand4 6, xnor2 5
dfrtp 16, nand3 3, ha 2, mux2 2
nor4 4, nor2 2, nor3 3, and3 1
xor2 9, inv 1
-- per-layer routing --
| layer | part of all wire (%) | global-route usage, % |
|---|---|---|
| met4 | 0.37 | 0.289 |
| met1 | 48 | 6.07 |
| met2 | 38 | 5.85 |
| met3 | 13 | 2.75 |
| met5 | 0 | 0 |
-- kinds of logic after synthesis --
group / Yosys count / share of synthesized area (%)
and+or+nand+nor: 24 / 20.7
DFF: 16 / 54.8
xor gates and xnor gates: 14 / 16.8
buffers and inverters: 2 / 1.20
muxes: 2 / 3.08
adders and majority gates: 2 / 3.42
Power is estimated from default activity; no workload was simulated.
