==> /design/flow/design.v <==
module mux4(
  input  logic S1, S0,
  input  logic X0, X1, X2, X3,
  output logic Q
);
  always_comb begin
    case ({S1, S0})      
      2'b00: Q = X0;
      2'b01: Q = X1;
      2'b10: Q = X2;
      2'b11: Q = X3;
    endcase
  end
endmodule
module prio_enc16 (
  input  logic A0,  A1,  A2,  A3,
  input  logic A4,  A5,  A6,  A7,
  input  logic A8,  A9,  A10, A11,
  input  logic A12, A13, A14, A15,
  output logic V, 
  output logic Q3, Q2, Q1, Q0
);
  logic v0, v1, v2, v3;
  logic q0_1, q0_0;  
  logic q1_1, q1_0;  
  logic q2_1, q2_0;  
  logic q3_1, q3_0;  
  logic s1, s0;
  prio_enc4 encoder0 (
    .A0(A0),  .A1(A1),  .A2(A2),  .A3(A3),
    .V(v0),   .Q1(q0_1), .Q0(q0_0)
  );
  prio_enc4 encoder1 (
    .A0(A4),  .A1(A5),  .A2(A6),  .A3(A7),
    .V(v1),   .Q1(q1_1), .Q0(q1_0)
  );
  prio_enc4 encoder2 (
    .A0(A8),  .A1(A9),  .A2(A10), .A3(A11),
    .V(v2),   .Q1(q2_1), .Q0(q2_0)
  );
  prio_enc4 encoder3 (
    .A0(A12), .A1(A13), .A2(A14), .A3(A15),
    .V(v3),   .Q1(q3_1), .Q0(q3_0)
  );
  prio_enc4 encoder4 (
    .A0(v0), .A1(v1), .A2(v2), .A3(v3),
    .V(V),   .Q1(s1), .Q0(s0)
  );
  assign Q3 = s1;
  assign Q2 = s0;
  mux4 mux_Q1 (
    .X0(q0_1), .X1(q1_1), .X2(q2_1), .X3(q3_1),
    .S1(s1), .S0(s0), .Q(Q1)
  );
  mux4 mux_Q0 (
    .X0(q0_0), .X1(q1_0), .X2(q2_0), .X3(q3_0),
    .S1(s1), .S0(s0), .Q(Q0)
  );
endmodule
module prio_enc4 (
  input  logic A0, A1, A2, A3,  
  output logic V,               
  output logic Q1, Q0           
);
  always_comb begin
    Q1 = 1'b0;
    Q0 = 1'b0;
    V  = 1'b0;
    if (A3) begin
      Q1 = 1'b1; 
      Q0 = 1'b1; 
      V  = 1'b1;
    end 
    else if (A2) begin
      Q1 = 1'b1; 
      Q0 = 1'b0; 
      V  = 1'b1;
    end 
    else if (A1) begin
      Q1 = 1'b0; 
      Q0 = 1'b1; 
      V  = 1'b1;
    end 
    else if (A0) begin
      Q1 = 1'b0; 
      Q0 = 1'b0; 
      V  = 1'b1;
    end
  end
endmodule
==> /design/flow/run.sh <==
#!/bin/bash
# OpenROAD 26Q1-2900-gdf79404cd8, Yosys 0.63+post, stock flow scripts
make -C /OpenROAD-flow-scripts/flow DESIGN_CONFIG=/design/flow/config.mk WORK_HOME=/design/flow/orfs finish
==> /design/flow/config.mk <==
export PLATFORM = sky130hd
export DESIGN_NAME = prio_enc16
export DESIGN_NICKNAME = prio_enc16
export VERILOG_FILES = /design/flow/design.v
export SDC_FILE = /design/flow/constraint.sdc
export NUM_CORES = 4
export LEC_CHECK = 1
export CORE_AREA = 10 10 70 70
export DIE_AREA = 0 0 80 80
==> /design/flow/constraint.sdc <==
current_design prio_enc16

set clk_period 2.0
set clk_io_pct 0.2

create_clock -name clk0 -period $clk_period

set non_clock_inputs [all_inputs -no_clocks]
set_input_delay [expr $clk_period * $clk_io_pct] -clock clk0 $non_clock_inputs
set_output_delay [expr $clk_period * $clk_io_pct] -clock clk0 [all_outputs]
==> impl_summary.log <==
[metrics] run summary
INFO  metric run_status = completed
INFO  metric worst_slew_pin_slew = 304 ps
INFO  metric numSequentialCells = 0
INFO  metric cpMaxStageDelayCell = nor4_4
INFO  metric final_common_cell = buf_4
INFO  metric numPlacedInstances = around 100
INFO  metric kind_of_path_behind_the_tightest_hold_check = in -> out
INFO  metric synthTopLogicFamily = simple AND/OR/NAND/NOR gates
INFO  metric warning_count = 33
INFO  metric crit_start = A10
INFO  metric antenna_violating_nets_post_route = 0
INFO  metric grt_pass1_wl = 1.70 mm
INFO  metric post-route-min-period = a little under 2000 ps
INFO  metric totalNegativeSetupSlack = 0 ps
INFO  metric synth.cellmix.adderShare = 0%
INFO  metric routabilityCongestion = approximately 0.77
INFO  metric synth_area_per_inst = around 7.5 um2
INFO  metric synth_cell_type_count = 14
INFO  metric hp-start = A13
INFO  metric vias_per_cell = 2.98
INFO  metric relSlewSlack = 79.6%
INFO  metric all_layer_gr_usage = roughly 3.2%
INFO  metric utilization = between 10% and 20%
INFO  metric max-cap-violations = 0
INFO  metric chipWidth = approximately 80 um
INFO  metric synth_warnings = 2
INFO  metric area_of_all_placed_cells_without_fillers = approximately 530 um2
INFO  metric rsz0062_at_grt = yes
INFO  metric synth.yosys.chip_area = between 150 and 200 um2
INFO  metric final_cells = 107
INFO  metric cp_slowest_stage_delay = approximately 300 ps
INFO  metric regArea = 0 um2
INFO  metric post_synth_instance_area = slightly below 200 um2
INFO  metric slew_viol_final = 0
INFO  metric vias = between 300 and 400
INFO  metric netlist_instances = 26
INFO  metric crit_path_frequent_cell = buf_2
INFO  metric std_cell_rows = 21
INFO  metric peak_supply_drop = around 0.000027 V
INFO  metric synthMuxAreaShare = 0%
INFO  metric avgRoutedWirePerCell = about 9 um
INFO  metric yosys.area_share.xor_xnor = 0%
INFO  metric timing.critical_path.arrival = 1570 ps
INFO  metric fillers = a little over 400
INFO  metric num_antenna_cells = 0
INFO  metric design.core.area = around 3400 um2
INFO  metric grt_max_degree = 4
INFO  metric power.leakage = 0.000223 uW
INFO  metric critical_path.max_fanout = 3
INFO  metric fp_util = approximately 5.7%
INFO  metric synth_sequential_area_ratio = 0%
INFO  metric first_global_vias = between 300 and 400
INFO  metric number_of_input_and_output_port_buffers_inserted = 21
INFO  metric die_h = 80 um
INFO  metric dpl.hpwl = 873 um
INFO  metric overflow = 0
INFO  metric layout-drive-gt1-share = about half
INFO  metric yosys.area_share.simple = between 50% and 60%
INFO  metric cts.hold.buffers_added = 0
INFO  metric finalWirelength = 992 um
INFO  metric antenna_found_initial = 0
INFO  metric fmax = around 510 MHz
INFO  metric required_time_of_the_critical_path = about 1600 ps
INFO  metric worst_setup_path_start_kind = primary input
INFO  metric drt_first_iter_violations = 1
INFO  metric setup_viol_count_final = 0
INFO  metric layout_top_cells = 13 x buf_4, 6 x buf_2, 5 x clkdlybuf4s50_1, 5 x dlygate4sd2_1
INFO  metric ys_sh_aoi = 36.1%
INFO  metric logic_area = around 200 um2
INFO  metric detail_route.first_pass.iterations = 3
INFO  metric pin_count = 21
INFO  metric ys_cells = 26
INFO  metric worstPathCellList = buf_2 > nor4_4 > buf_4 > nand2_4 > buf_6 > o21bai_1 > a31oi_1 > buf_2
INFO  metric die-area = 6400 um2
INFO  metric final-hold-violation-count = 0
INFO  metric syn_to_final_growth = 175%
INFO  metric fin_worst_hold_slack = about 1300 ps
INFO  metric worst-setup-path-type = in -> out
INFO  metric placed_area = 514 um2
INFO  metric clockBufferCount = 0
INFO  metric drt_drc_violations_left = 0
INFO  metric layout_worst_path_cycle_share = between 90% and 100%
INFO  metric end_kind = primary output
INFO  metric powerDensity = between 100 and 150 nW/um2
## synth_stat cells
library cell	number	area (um2)
a21oi_1	3	15.0
nor3_1	2	10.0
nor2_1	4	15.0
nand2_1	4	15.0
a2111oi_4	1	27.5
o21ai_0	1	5.00
nor4_4	2	42.5
nor4_2	1	12.5
inv_1	3	11.3
nand2_4	1	11.3
o311ai_0	1	8.76
o21bai_1	1	7.51
a31oi_1	1	6.26
nor2b_1	1	6.26
## cells by family (layout without fill, tap and decap cells)
family	after synthesis	count (layout)
AND/OR/NAND/NOR	15	15
AND-OR/OR-AND	8	8
buffers and inverters	3	38
## through the flow
stage	setup WS, ps	power [uW]
floorplan	423	12.5
global placement	-644	71.5
detailed placement	-659	72.1
CTS	11.3	67.3
global route	-24.7	71.5
finish	31.0	65.7
## where the power goes
part | switching [uW] | internal, uW | total (uW)
logic | 28.6 | 37.1 | 65.7
registers | 0 | 0 | 0
clock network | 0 | 0 | 0
## final timing paths
kind  endpoint  slack, ps  cells after the start
max         Q0         30                      8
min         Q0       1270                      4
## layer usage
layer | share of wire [%] | global-route usage (%)
met1 | 38 | 3.89
met2 | 50 | 5.38
met3 | 12 | 1.36
met4 | 0 | 0
met5 | 0 | 0
## worst max-delay path: cells and delay by family
kind | cells | cell delay [ps]
buffers and inverters | 4 | 530
and+or+nand+nor | 2 | 360
AOI/OAI and AO/OA | 2 | 270
## what timing repair did
item / 4_1_cts / 5_1_grt
gates resized: 47 / 3
endpoints found under the setup margin: 5 / 4
pin swaps: 12 / 3
setup buffers: 7 / 0
hold endpoints to repair: 0 / 0
## final cells by class
cell class                 count  share of cell area, %
tap                           46                   10.8
multi-input combinational     23                   36.8
timing repair buffer          35                   50.4
inverter                       3                   2.11
Power figures rest on the tool's default switching activity, not on a simulated workload.
